$ cat /design/flow/config.mk
export PLATFORM = sky130hd
export DESIGN_NAME = SET
export DESIGN_NICKNAME = SET
export VERILOG_FILES = /design/flow/design.v
export SDC_FILE = /design/flow/constraint.sdc
export NUM_CORES = 4
export LEC_CHECK = 1
export CORE_UTILIZATION = 30
$ cat /design/flow/constraint.sdc
current_design SET

set clk_period 10.7
set clk_io_pct 0.2

create_clock -name clk0 -period $clk_period [get_ports {clk}]

set non_clock_inputs [all_inputs -no_clocks]
set_input_delay [expr $clk_period * $clk_io_pct] -clock clk0 $non_clock_inputs
set_output_delay [expr $clk_period * $clk_io_pct] -clock clk0 [all_outputs]
$ cat /design/flow/design.v
module SET ( clk , rst, en, central, radius, mode, busy, valid, candidate );
input clk, rst;
input en;
input [23:0] central;
input [11:0] radius;
input [1:0] mode;
output busy;
output valid;
output [7:0] candidate;
reg [3:0]  cur_st, nex_st;
reg [2:0]  X,Y;
reg [1:0]  mode_reg;
reg [23:0] central_reg;
reg [11:0] radius_reg;
reg [1:0]  judge;
reg [7:0]  count;
wire [3:0] central_ax,
           central_ay,
           central_bx,
           central_by,
           central_cx,
           central_cy;
wire [3:0] radius_a,
           radius_b,
		   radius_c;
parameter 	IDLE 	= 3'd0,
		mode_a	= 3'd1,
		mode_b	= 3'd2,
		mode_c	= 3'd3,
		cclate	= 3'd4,
		out	= 3'd5;
assign central_ax = central_reg[23:20];
assign central_ay = central_reg[19:16];
assign central_bx = central_reg[15:12];
assign central_by = central_reg[11:8];
assign central_cx = central_reg[7:4];
assign central_cy = central_reg[3:0];
assign radius_a = radius_reg[11:8];
assign radius_b = radius_reg[7:4];
assign radius_c = radius_reg[3:0];
always@(posedge clk or posedge rst)
if(rst)
	begin
		mode_reg    <= 2'd0;
		central_reg <= 24'd0;
		radius_reg  <= 12'd0;
	end
else if(en)
	begin
		mode_reg    <= mode;
		central_reg <= central;
		radius_reg  <= radius;
	end
always@(posedge clk or posedge rst)
	if(rst)
		cur_st <= 4'h0;
	else
		cur_st <= nex_st;
always@(*)
	case(cur_st)
		IDLE     :  nex_st = (en) ? mode_a : IDLE;
		mode_a	 :  nex_st = (mode_reg == 2'b00) ? cclate : mode_b;
		mode_b	 :	nex_st = (mode_reg == 2'b11) ? mode_c : cclate;
		mode_c	 :  nex_st = cclate;
		cclate	 :	nex_st = (X==3'd7 && Y==3'd7) ? out : mode_a;
		out		 :  nex_st = IDLE;
		default  :  nex_st = IDLE;
	endcase
always@(posedge clk or posedge rst)
	if(rst)
		Y <= 3'd0;
	else if(cur_st==cclate)
		Y <= Y+1'b1; 
always@(posedge clk or posedge rst)
	if(rst)
		X <= 3'd0;
	else if(cur_st==cclate && Y==3'b111)
		X <= X+1'b1;
assign busy = (cur_st!=IDLE);
assign valid = (cur_st==out);
assign candidate = (cur_st==out) ? count : 8'd0;
always@(posedge clk or posedge rst)
	if(rst)
		judge <= 2'd0 ;
	else if (cur_st == mode_a) 
		judge <= judge + point_in(X ,Y , radius_a , central_ax ,central_ay);
	else if(cur_st == mode_b) 
		judge <= judge + point_in(X ,Y , radius_b , central_bx ,central_by);
	else if(cur_st == mode_c) 
		judge <= judge + point_in(X ,Y , radius_c , central_cx ,central_cy);
	else
		judge <= 2'd0 ;
always@(posedge clk or posedge rst)
	if(rst)
		count <= 8'd0 ;
	else if ((cur_st==cclate)&&((mode_reg[0]==0 && judge==2'd1) || (mode_reg[0]==1 && judge==2'd2)))
		count <= count + 1'b1 ;
	else if (cur_st==out)
		count <= 8'd0 ;
function point_in;
input [2:0] X, Y, radius;
input [3:0] central_x, central_y;
reg signed [4:0] X_dis, Y_dis;
reg signed [9:0] X_sqr, Y_sqr;
reg [5:0] radius_sqr;
reg [10:0] dis_sum;
begin
	X_dis = X - (central_x - 1'b1);
	Y_dis = Y - (central_y - 1'b1);  
	X_sqr = X_dis * X_dis;
	Y_sqr = Y_dis * Y_dis;
	radius_sqr = radius * radius;	
	dis_sum = X_sqr + Y_sqr;
	point_in = (dis_sum <= radius_sqr);
end
endfunction	 
endmodule
$ cat /design/flow/run.sh
#!/bin/bash
# OpenROAD 26Q1-2900-gdf79404cd8, Yosys 0.63+post, stock flow scripts
make -C /OpenROAD-flow-scripts/flow DESIGN_CONFIG=/design/flow/config.mk WORK_HOME=/design/flow/orfs finish
==> flow_metrics.py <==
# Synthesis and PnR figures
metrics = {
    "die": {
        "die_w_microns": 178,
        "fp-row-count": 63,
        "core_sq_um": 30000,
        "fp_util_pct": 30.8,
        "pin_count": 51,
        "chipArea_sq_um": 31600,
        "die_h_microns": 178,
    },
    "yosys": {
        "synthesis.area_sq_um": 9260,
        "numSynthFlops": 54,
        "postSynthAreaPerCell_sq_um": 9.30,
        "synthDistinctLibCells": 54,
        "syn_inst": 995,
        "yosys_area_sq_um": 9260,
        "ys_seq_share_pct": 14.6,
        "ys_cells": 995,
        "ff_type": "dfrtp_1",
        "yosysWarnings": 1,
        "ys_async_sr_fraction_pct": 100,
        "synth-edff-count": 0,
    },
    "run_status": {
        "status": "completed",
    },
    "cts": {
        "cts_buffers": 5,
        "clk_pin_slew_ns": 0.08,
        "clk_path_buf_depth": 2,
        "clk_latency_ns": 0.31,
        "cts-hold-fix-buffers": 0,
        "cts-root-buf": "clkbuf_16",
        "cts_tree": "built",
        "clock-sinks": 54,
        "cts_setup_buffers": 0,
        "cts_resized": 0,
        "h-tree-depth": 2,
    },
    "final_timing": {
        "tightest_slew_ns": 0.752,
        "finClkSkew_ns": 0.0124,
        "setup_slack_ns": 3.33,
        "timing.hold.ws_ns": 0.476,
        "tns_ns": 0,
        "finalCritPeriodShare_pct": 68.9,
        "hold_viol": 0,
        "slew_violations": 0,
        "finalCriticalPeriod_ns": 7.37,
        "max_slew_margin_pct": 49.9,
        "setup_violations": 0,
        "fmax_mhz": 136,
        "rsz0062_at_grt": "false",
    },
    "global_routing": {
        "grt_pass1_vias": 6418,
        "overflow": 0,
        "grt_first_pass_wirelength_microns": 29600,
        "grt_max_degree": 56,
        "gr-usage-all-layers_pct": 12.0,
        "antenna_found_initial": 0,
    },
    "critical_path": {
        "r2r_end": "judge[0]",
        "endpoint": "judge[0]",
        "reg2reg_slack_ns": 3.33,
        "reg2reg_depth": 27,
        "worst_r2r_startpoint": "Y[1]",
        "crit_type": "reg2reg",
        "critPathCaptureType": "register",
        "cp.arrival_ns": 7.55,
        "cp_slowest_cell": "fa_1",
        "crit_start": "Y[1]",
        "path_max_fanout": 6,
        "crit_top_cell": "fa_1",
        "crit_required_ns": 10.88,
        "crit_path_max_incr_delay_ns": 0.55,
        "start_kind": "register",
    },
    "routing": {
        "vias_per_cell": 4.33,
        "totalWireLength_microns": 16500,
        "ant_nets": 0,
        "antennaDiodeCount": 0,
        "vias": 6203,
        "firstDrtPassIters": 4,
        "drc": 0,
        "drtIter0Drc": 253,
        "wl_per_cell_microns": 11.5,
    },
    "place": {
        "numPortBuffers": 47,
        "post-place-ws_ns": 3.30,
        "hpwl_microns": 14200,
        "place_congestion": 0.854,
    },
    "finish": {
        "mostFrequentLayoutCell": "inv_1",
        "area_delta_synth_final_pct": 11.8,
        "fill_cells": 2984,
        "drive_gt1_share_pct": 3.75,
        "largest_register_ffs": 24,
        "layout_top_cells": "inv_1 (255), ha_1 (147), fa_1 (128)",
    },
    "run": {
        "maxCapViolations": 0,
        "tool_warnings": 31,
    },
    "worst_hold_path": {
        "hp-class": "reg2reg",
    },
}
## per-layer routing
| metal | global-route usage (%) | wire length [microns] | up-vias |
|---|---|---|---|
| met5 | 0 | 0 | - |
| met4 | 1.14 | 214 | 0 |
| met3 | 2.49 | 766 | 12 |
| met2 | 18.8 | 7330 | 81 |
| met1 | 18.1 | 8150 | 2930 |
| li1 | - | - | 3180 |
## area by class of cell
cell class	instances	area [sq um]	area share, %
multi-input cells	673	6900	66.7
flip-flops and latches	54	1350	13.1
inverters	257	965	9.32
well taps	390	488	4.71
repair buffers	49	480	4.64
clock buffers	6	129	1.25
clock inverters	2	37.5	0.363
## critical path: cells and delay by family, from the launching register on
| family | cells | cell delay, ns |
|---|---|---|
| fa+ha+maj | 11 | 4.47 |
| xor+xnor | 2 | 0.71 |
| simple gates | 4 | 0.65 |
| compound gates | 3 | 0.42 |
| buf+inv | 6 | 0.37 |
| flops | 1 | 0.35 |
| mux | 1 | 0.26 |
## per-stage QoR
| stage | std cells | cell area [sq um] | util (%) |
|---|---|---|---|
| 2_1_floorplan | 995 | 9260 | - |
| 5_1_grt | 1431 | 10300 | 34.5 |
| 6_report | 1431 | 10300 | 34.5 |
| 4_1_cts | 1431 | 10300 | 34.5 |
| 3_5_place_dp | 1423 | 10200 | 33.9 |
| 3_3_place_gp | 1423 | 10200 | 33.9 |
## synth_stat cells, types with 9 or more instances
| cell type | n | share of area, % |
|---|---|---|
| inv_1 | 256 | 10 |
| ha_1 | 147 | 20 |
| fa_1 | 128 | 28 |
| nand2_1 | 67 | 2.7 |
| nor2_1 | 59 | 2.4 |
| dfrtp_1 | 54 | 15 |
| o21ai_0 | 37 | 2.0 |
| and2_1 | 32 | 2.2 |
| a21oi_1 | 27 | 1.5 |
| xnor2_1 | 21 | 2.0 |
| nand2b_1 | 19 | 1.3 |
| mux2_2 | 18 | 2.2 |
| xor2_1 | 16 | 1.5 |
| a21o_1 | 11 | 0.89 |
| and3_1 | 10 | 0.68 |
| clkbuf_1 | 9 | 0.36 |
## worst min path at each step
stage        start        to  slack (ns)  depth (start not counted)
4_1_cts   count[7]  count[7]        0.48                          1
5_1_grt   count[6]  count[6]        0.53                          1
6_report  count[7]  count[7]        0.48                          1
## cells by family (layout without fill, tap and decap cells)
group	Yosys count	after routing	share of synthesized area, %
AND-OR/OR-AND	113	113	7.56
XOR/XNOR	43	43	4.96
adder cells (fa/ha/maj)	275	275	47.6
buffers and inverters	268	314	10.9
flip-flops	54	54	14.6
multiplexers	23	23	2.74
AND/OR/NAND/NOR	219	219	11.7
